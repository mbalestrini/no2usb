### config.mk
export PLATFORM = sky130hd
export DESIGN_NAME = usb_rx_pkt
export DESIGN_NICKNAME = usb_rx_pkt
export VERILOG_FILES = /design/flow/design.v
export SDC_FILE = /design/flow/constraint.sdc
export NUM_CORES = 4
export LEC_CHECK = 1
export CORE_UTILIZATION = 50
### run.sh
#!/bin/bash
# OpenROAD 26Q1-2900-gdf79404cd8, Yosys 0.63+post, stock flow scripts
make -C /OpenROAD-flow-scripts/flow DESIGN_CONFIG=/design/flow/config.mk WORK_HOME=/design/flow/orfs finish
### constraint.sdc
current_design usb_rx_pkt

set clk_period 2.8
set clk_io_pct 0.2

create_clock -name clk0 -period $clk_period [get_ports {clk}]

set non_clock_inputs [all_inputs -no_clocks]
set_input_delay [expr $clk_period * $clk_io_pct] -clock clk0 $non_clock_inputs
set_output_delay [expr $clk_period * $clk_io_pct] -clock clk0 [all_outputs]
### design.v
`default_nettype none
module usb_crc #(
	parameter integer WIDTH = 5,
	parameter POLY  = 5'b00011,
	parameter MATCH = 5'b00000
)(
	input  wire in_bit,
	input  wire in_first,
	input  wire in_valid,
	output wire [WIDTH-1:0] crc,
	output wire crc_match,
	input  wire clk,
	input  wire rst
);
	reg  [WIDTH-1:0] state;
	wire [WIDTH-1:0] state_fb_mux;
	wire [WIDTH-1:0] state_upd_mux;
	wire [WIDTH-1:0] state_nxt;
	assign state_fb_mux  = state & { WIDTH{~in_first} };
	assign state_upd_mux = (state_fb_mux[WIDTH-1] == in_bit) ? POLY : 0;
	assign state_nxt = { state_fb_mux[WIDTH-2:0], 1'b1 } ^ state_upd_mux;
	always @(posedge clk)
		if (in_valid)
			state <= state_nxt;
	assign crc_match = (state == ~MATCH);
	genvar i;
	generate
		for (i=0; i<WIDTH; i=i+1)
			assign crc[i] = state[WIDTH-1-i];
	endgenerate
endmodule  
`default_nettype none
module usb_rx_pkt (
	input  wire [1:0] ll_sym,
	input  wire ll_bit,
	input  wire ll_valid,
	input  wire ll_eop,
	input  wire ll_sync,
	input  wire ll_bs_skip,
	input  wire ll_bs_err,
	output reg  pkt_start,
	output reg  pkt_done_ok,
	output reg  pkt_done_err,
	output wire [ 3:0] pkt_pid,
	output wire pkt_is_sof,
	output wire pkt_is_token,
	output wire pkt_is_data,
	output wire pkt_is_handshake,
	output wire [10:0] pkt_frameno,
	output wire [ 6:0] pkt_addr,
	output wire [ 3:0] pkt_endp,
	output wire [ 7:0] pkt_data,
	output reg  pkt_data_stb,
	input  wire inhibit,
	input  wire clk,
	input  wire rst
);
localparam SYM_SE0		= 2'b00;
localparam SYM_SE1		= 2'b11;
localparam SYM_J		= 2'b10;
localparam SYM_K		= 2'b01;
localparam PID_OUT		= 4'b0001;
localparam PID_IN		= 4'b1001;
localparam PID_SOF		= 4'b0101;
localparam PID_SETUP	= 4'b1101;
localparam PID_DATA0	= 4'b0011;
localparam PID_DATA1	= 4'b1011;
localparam PID_ACK		= 4'b0010;
localparam PID_NAK		= 4'b1010;
localparam PID_STALL	= 4'b1110;
localparam PID_INVAL	= 4'b0000;
	localparam
		ST_IDLE      = 0,
		ST_PID       = 1,
		ST_PID_CHECK = 2,
		ST_ERROR     = 3,
		ST_TOKEN_1   = 4,
		ST_TOKEN_2   = 5,
		ST_WAIT_EOP  = 6,
		ST_DATA      = 7;
	reg  [3:0] state_nxt;
	reg  [3:0] state;
	reg state_prev_idle;
	reg state_prev_error;
	wire llu_bit_stb;
	wire llu_byte_stb;
	wire [7:0] data_nxt;
	reg  [7:0] data;
	reg  [3:0] bit_cnt;
	reg  bit_eop_ok;
	wire bit_last;
	wire crc_in_bit;
	wire crc_in_valid;
	reg  crc_in_first;
	reg  crc_cap;
	wire crc5_match;
	reg  crc5_ok;
	wire crc16_match;
	reg  crc16_ok;
	wire pid_cap;
	reg  pid_cap_r;
	reg  pid_valid;
	reg  [3:0] pid;
	reg  pid_is_sof;
	reg  pid_is_token;
	reg  pid_is_data;
	reg  pid_is_handshake;
	reg [10:0] token_data;
	always @(*)
	begin
		state_nxt = state;
		case (state)
			ST_IDLE:
				if (ll_valid && ll_sync && ~inhibit)
					state_nxt = ST_PID;
			ST_PID:
				if (llu_byte_stb)
					state_nxt = ST_PID_CHECK;
			ST_PID_CHECK: begin
				state_nxt = ST_ERROR;
				if (pid_valid) begin
					if (pid_is_sof)
						state_nxt = ST_TOKEN_1;
					else if (pid_is_token)
						state_nxt = ST_TOKEN_1;
					else if (pid_is_data)
						state_nxt = ST_DATA;
					else if (pid_is_handshake)
						state_nxt = ST_WAIT_EOP;
				end
			end
			ST_ERROR:
				if (ll_valid && (ll_eop || (ll_bs_err && (ll_sym == SYM_J))))
					state_nxt = ST_IDLE;
			ST_TOKEN_1:
				if (ll_valid && ll_eop)
					state_nxt = ST_ERROR;
				else if (llu_byte_stb)
					state_nxt = ST_TOKEN_2;
			ST_TOKEN_2:
				if (ll_valid && ll_eop)
					state_nxt = ST_ERROR;
				else if (llu_byte_stb)
					state_nxt = ST_WAIT_EOP;
			ST_WAIT_EOP:
				if (ll_valid && ll_eop)
					state_nxt = (bit_eop_ok & (crc5_ok | pid_is_handshake)) ? ST_IDLE : ST_ERROR;
				else if (llu_byte_stb)
					state_nxt = ST_ERROR;
			ST_DATA:
				if (ll_valid) begin
					if (ll_eop)
						state_nxt = (bit_eop_ok & crc16_ok) ? ST_IDLE : ST_ERROR;
					else if (ll_bs_err)
						state_nxt = ST_ERROR;
				end
		endcase
	end
	always @(posedge clk or posedge rst)
		if (rst)
			state <= ST_IDLE;
		else
			state <= state_nxt;
	always @(posedge clk)
	begin
		state_prev_idle  <= (state == ST_IDLE);
		state_prev_error <= (state == ST_ERROR);
	end
	assign llu_bit_stb  = ll_valid & ~ll_bs_skip;
	assign llu_byte_stb = ll_valid & ~ll_bs_skip & bit_last;
	assign data_nxt = { ll_bit, data[7:1] };
	always @(posedge clk)
		if (llu_bit_stb)
			data <= data_nxt;
	always @(posedge clk)
		if (state == ST_IDLE)
			bit_cnt <= 4'b0110;
		else if (llu_bit_stb)
			bit_cnt <= { 1'b0, bit_cnt[2:0] } - 1;
	assign bit_last = bit_cnt[3];
	always @(posedge clk)
		if (state == ST_IDLE)
			bit_eop_ok <= 1'b0;
		else if (llu_bit_stb)
			bit_eop_ok <= (bit_cnt[2:1] == 2'b10);
	assign crc_in_bit   = ll_bit;
	assign crc_in_valid = llu_bit_stb;
	always @(posedge clk)
		if (state == ST_PID)
			crc_in_first <= 1'b1;
		else if (crc_in_valid)
			crc_in_first <= 1'b0;
	usb_crc #(
		.WIDTH(5),
		.POLY(5'b00101),
		.MATCH(5'b01100)
	) crc_5_I (
		.in_bit(crc_in_bit),
		.in_first(crc_in_first),
		.in_valid(crc_in_valid),
		.crc(),
		.crc_match(crc5_match),
		.clk(clk),
		.rst(rst)
	);
	usb_crc #(
		.WIDTH(16),
		.POLY(16'h8005),
		.MATCH(16'h800D)
	) crc_16_I (
		.in_bit(crc_in_bit),
		.in_first(crc_in_first),
		.in_valid(crc_in_valid),
		.crc(),
		.crc_match(crc16_match),
		.clk(clk),
		.rst(rst)
	);
	always @(posedge clk)
		crc_cap <= llu_byte_stb;
	always @(posedge clk)
		if (state == ST_IDLE) begin
			crc5_ok <= 1'b0;
			crc16_ok <= 1'b0;
		end else if (crc_cap) begin
			crc5_ok  <= crc5_match;
			crc16_ok <= crc16_match;
		end
	assign pid_cap = (state == ST_PID) & llu_byte_stb;
	always @(posedge clk)
		if (pid_cap)
			pid_valid <= (data_nxt[3:0] == ~data_nxt[7:4]) && (
				(data_nxt[3:0] == PID_SOF)   ||
				(data_nxt[3:0] == PID_OUT)   ||
				(data_nxt[3:0] == PID_IN)    ||
				(data_nxt[3:0] == PID_SETUP) ||
				(data_nxt[3:0] == PID_DATA0) ||
				(data_nxt[3:0] == PID_DATA1) ||
				(data_nxt[3:0] == PID_ACK)   ||
				(data_nxt[3:0] == PID_NAK)   ||
				(data_nxt[3:0] == PID_STALL)
			);
	always @(posedge clk)
		pid_cap_r <= pid_cap;
	always @(posedge clk)
		if ((state == ST_PID) && llu_byte_stb)
		begin
			pid              <=  data_nxt;
			pid_is_sof       <= (data_nxt[3:0] == PID_SOF);
			pid_is_token     <= (data_nxt[3:0] == PID_OUT) || (data_nxt[3:0] == PID_IN) || (data_nxt[3:0] == PID_SETUP);
			pid_is_data      <= (data_nxt[3:0] == PID_DATA0) || (data_nxt[3:0] == PID_DATA1);
			pid_is_handshake <= (data_nxt[3:0] == PID_ACK) || (data_nxt[3:0] == PID_NAK) || (data_nxt[3:0] == PID_STALL);
		end
	always @(posedge clk)
		if ((state == ST_TOKEN_1) && llu_byte_stb)
			token_data[7:0] <= data_nxt[7:0];
	always @(posedge clk)
		if ((state == ST_TOKEN_2) && llu_byte_stb)
			token_data[10:8] <= data_nxt[2:0];
	always @(posedge clk)
		pkt_start <= pid_cap_r & pid_valid;
	always @(posedge clk)
	begin
		pkt_done_ok  <= (state == ST_IDLE)  && !state_prev_idle && !state_prev_error;
		pkt_done_err <= (state == ST_ERROR) && !state_prev_error;
	end
	assign pkt_pid          = pid;
	assign pkt_is_sof       = pid_is_sof;
	assign pkt_is_token     = pid_is_token;
	assign pkt_is_data      = pid_is_data;
	assign pkt_is_handshake = pid_is_handshake;
	assign pkt_frameno = token_data;
	assign pkt_addr    = token_data[ 6:0];
	assign pkt_endp    = token_data[10:7];
	assign pkt_data = data;
	always @(posedge clk)
		pkt_data_stb <= (state == ST_DATA) && llu_byte_stb;
endmodule  
==> out/summary.txt <==
outcome: finished, final reports clean
via count: 1748
vias per cell: 5.141
synthesized area per cell: 13.39 sq um
Yosys top cell by instances: edfxtp_1
Placement Rows: 27
# Cells Yosys: 214
largest net degree at the start of global routing: 34
Max Cap Viol: 0
Max-slew headroom: 53.51%
Sw Ratio: 21.70%
detailed placer's ending HPWL: 3289 um
Net Switching: 464.0 uW
MUX share of area: 0%
DP Worst Slack: 0.5771 ns
sequential share of power: 59.9%
CP bufs+invs: 1
Post-synth top cells: 49 x edfxtp_1, 21 x nor2b_1, 16 x dfxtp_1
AND/OR/NAND/NOR Cells, Area Fraction: 16.99%
CP max stage cell: edfxtp_1
post-synth top area cell: edfxtp_1
layout cell share with drive strength beyond 1: 6.716%
hold path endpoint: pkt_done_ok
R2R Setup Slk: 1.17 ns
Clock Power Share: 33.1%
Chip Area, Yosys: 0.002865 sq mm
Crit Path Category: reg -> out
1st-iter DRT viols: 58
wire per inst: 14.44 um
gpl congestion: 0.8980
Post-synth EDFFs: 49
total gr overflow: 0
setup bufs post-CTS: 0
Ant. Diodes: 0
clock latency (worst-skew pair): 0.33 ns
hold crit path type: reg -> reg
final clock skew: 0.007995 ns
Worst setup EP type: primary output
final setup vio count: 0
Period Utilization, post-route: 71.13%
port buffer count: 52
CTS buffer count: 9
Final Max Slew Viols: 0
Worst Hold Depth: 1
family with the most delay on the worst path: flip-flops
critical path fanouts, max: 12
Main logic family: simple AND/OR/NAND/NOR gates
ys async rst share: 10.96%
Core ar.: 0.005507 sq mm
Max Freq: 502.1 MHz
vias in the first global route: 1737
critical path, cell by cell: clkdlybuf4s50_1
FA/HA/MAJ Cells, Area Fraction: 0.4367%
die y size: 77.70 um
Die Area: 0.006037 sq mm
WL final: 4909 um
Lkg Pwr: 0.001272 uW
first-pass GRT wire length: 8217 um
clock sinks: 73
crit path time final: 1.992 ns
top cells, area: edfxtp_1 51%, dfxtp_1 11%, dfrtp_1 6.1%
area grow syn2layout: 24.24%
IO Count: 53
startpoint type of the worst setup path: flop
Synth Instances: 214
Logic pwr share: 7.0%
Longest Clk Path Bufs: 2
Netlist cell types: 41
# DRC: 0
mapped cell area: 0.002865 sq mm
Total Neg Setup Slack: 0 ns
CTS H-Tree Depth: 3
FF-to-FF End: crc_16_I.state[15]
actual slew at the worst max-slew pin: 0.6965 ns
clock transition at the registers of the reported paths: 0.07 ns
area fraction in xor and xnor cells: 2.445%
die width: 77.70 um
CTS tree: done
worst ir drop on vdd: 0.4704 mV
Max-area cell share: 51.35%
first drt pass iteration count: 6
Synth flops: 73
final worst slack: 0.8083 ns
critical path arrival: 1.43 ns
Synth warnings: 3
ys flop type: edfxtp_1
Crit path depth: 1
CP peak stage delay: 0.56 ns
initial antenna violation count: 0
Req. time, crit path: 2.24 ns
RR Startpoint: crc_in_first
Synth Seq Share: 69.56%
Worst Hold Launch: state_prev_idle
Final Hold Fails: 0
count of tool warnings: 26
RSZ-0062 raised after global routing: false
Post-DRT Antenna Nets: 0
Internal: 1674 uW
Root Driver: clkbuf_8
Tot GR Track Use: 19.11%
cts repair resizes: 0
hold buffers post-CTS: 0
initial core utilization: 52.03%
path depth of the worst reg2reg path: 3
Pwr per Cell Area: 600.7 mW/mm^2
yosys aoi share: 5.546%
layout make-up:
type | count | area (sq um)
flip-flops and latches | 73 | 1993
fillers | 396 | 1947
multi-input cells | 115 | 728.2
repair buffers | 54 | 535.5
clock buffers | 14 | 162.7
well taps | 72 | 90.09
inverters | 10 | 37.54
clock inverters | 2 | 12.51
through the flow:
step / cell area, sq um / cells / total power [uW] / utilization (%) / hold slack [ns]
2_1_floorplan: 2865 / 214 / 1379 / - / 0.3732
3_3_place_gp: 3385 / 324 / 1449 / 61.46 / 0.3825
3_5_place_dp: 3385 / 324 / 1454 / 61.46 / 0.3824
4_1_cts: 3560 / 340 / 2165 / 64.64 / 0.3912
5_1_grt: 3560 / 340 / 2234 / 64.64 / 0.4259
6_report: 3560 / 340 / 2138 / 64.64 / 0.3891
logic make-up (layout without fill, tap and decap cells):
kind of cell / after synthesis / count (layout)
adder cells (fa/ha/maj): 1 / 1
AND-OR/OR-AND: 25 / 25
buffers and inverters: 26 / 80
flip-flops: 73 / 73
AND/OR/NAND/NOR: 81 / 81
XOR/XNOR: 8 / 8
power groups by stage:
stage         clock (uW)  combinational [uW]  sequential, uW
CTS                  733                 152            1280
global route         771                 170            1290
finish               708                 149            1280
registers in the layout, indices dropped and copies added (netlist names), 4 cells and up:
register,cells
data,8
token_data,11
state,8
crc_5_I.state,5
pid,4
bit_cnt,4
crc_16_I.state,16
metal layers:
layer | track usage, % | wire [um] | share of wire [%] | up-vias
li1 | - | - | - | 852
met1 | 33.48 | 2321 | 47 | 834
met2 | 26.19 | 2190 | 45 | 58
met3 | 7.527 | 359 | 7.3 | 4
met4 | 2.075 | 37 | 0.75 | 0
met5 | 0 | 0 | 0 | -
how the worst max path moves through the flow:
stage | startpoint | end
final | data[2] | pkt_data[2]
after global routing | data[2] | pkt_data[2]
after CTS | data[2] | pkt_data[2]
cell usage in the layout, fill, tap and decap left out, types with 3 or more instances in the layout:
cell             synthesis  final
o21ai_0                  7      7
xnor2_1                  8      8
o211ai_1                 3      3
dfrtp_1                  7      7
and3_1                   6      6
inv_1                    9      9
clkdlybuf4s50_1          0     52
and4b_1                  3      3
nand2_1                 12     12
nor3b_1                  4      4
nor2_1                   5      5
nor2b_1                 21     21
nand3_1                  7      7
clkbuf_8                 0     11
a21oi_1                  6      6
nand2b_1                 7      7
clkbuf_1                 3      3
edfxtp_1                49     49
dfxtp_1                 16     16
Power and IR drop assume default switching activity.
