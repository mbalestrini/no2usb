$ cat flow/run.sh
#!/bin/bash
# OpenROAD 26Q1-2900-gdf79404cd8, Yosys 0.63+post, stock flow scripts
make -C /OpenROAD-flow-scripts/flow DESIGN_CONFIG=/design/flow/config.mk WORK_HOME=/design/flow/orfs finish
$ cat flow/config.mk
export PLATFORM = sky130hd
export DESIGN_NAME = usb_tx_pkt
export DESIGN_NICKNAME = usb_tx_pkt
export VERILOG_FILES = /design/flow/design.v
export SDC_FILE = /design/flow/constraint.sdc
export NUM_CORES = 4
export LEC_CHECK = 1
export CORE_UTILIZATION = 40
$ cat flow/constraint.sdc
current_design usb_tx_pkt

set clk_period 3.1
set clk_io_pct 0.2

create_clock -name clk0 -period $clk_period [get_ports {clk}]

set non_clock_inputs [all_inputs -no_clocks]
set_input_delay [expr $clk_period * $clk_io_pct] -clock clk0 $non_clock_inputs
set_output_delay [expr $clk_period * $clk_io_pct] -clock clk0 [all_outputs]
$ cat flow/design.v
`default_nettype none
module usb_crc #(
	parameter integer WIDTH = 5,
	parameter POLY  = 5'b00011,
	parameter MATCH = 5'b00000
)(
	input  wire in_bit,
	input  wire in_first,
	input  wire in_valid,
	output wire [WIDTH-1:0] crc,
	output wire crc_match,
	input  wire clk,
	input  wire rst
);
	reg  [WIDTH-1:0] state;
	wire [WIDTH-1:0] state_fb_mux;
	wire [WIDTH-1:0] state_upd_mux;
	wire [WIDTH-1:0] state_nxt;
	assign state_fb_mux  = state & { WIDTH{~in_first} };
	assign state_upd_mux = (state_fb_mux[WIDTH-1] == in_bit) ? POLY : 0;
	assign state_nxt = { state_fb_mux[WIDTH-2:0], 1'b1 } ^ state_upd_mux;
	always @(posedge clk)
		if (in_valid)
			state <= state_nxt;
	assign crc_match = (state == ~MATCH);
	genvar i;
	generate
		for (i=0; i<WIDTH; i=i+1)
			assign crc[i] = state[WIDTH-1-i];
	endgenerate
endmodule  
`default_nettype none
module usb_tx_pkt (
	output reg  ll_start,
	output wire ll_bit,
	output wire ll_last,
	input  wire ll_ack,
	input  wire pkt_start,
	output reg  pkt_done,
	input  wire [3:0] pkt_pid,
	input  wire [9:0] pkt_len,
	input  wire [7:0] pkt_data,
	output reg  pkt_data_ack,
	input  wire clk,
	input  wire rst
);
localparam SYM_SE0		= 2'b00;
localparam SYM_SE1		= 2'b11;
localparam SYM_J		= 2'b10;
localparam SYM_K		= 2'b01;
localparam PID_OUT		= 4'b0001;
localparam PID_IN		= 4'b1001;
localparam PID_SOF		= 4'b0101;
localparam PID_SETUP	= 4'b1101;
localparam PID_DATA0	= 4'b0011;
localparam PID_DATA1	= 4'b1011;
localparam PID_ACK		= 4'b0010;
localparam PID_NAK		= 4'b1010;
localparam PID_STALL	= 4'b1110;
localparam PID_INVAL	= 4'b0000;
	localparam
		ST_IDLE      = 0,
		ST_SYNC      = 1,
		ST_PID       = 2,
		ST_DATA      = 3,
		ST_CRC_LSB   = 4,
		ST_CRC_MSB   = 5;
	reg  [3:0] state_nxt;
	reg  [3:0] state;
	reg  pid_is_handshake;
	wire next;
	reg  [3:0] shift_bit;
	reg  [7:0] shift_load;
	reg  [7:0] shift_data;
	reg  shift_data_crc;
	wire shift_last_bit;
	reg  shift_last_byte;
	wire shift_do_load;
	wire shift_now;
	reg  shift_new_bit;
	reg [10:0] len;
	wire len_last;
	wire len_dec;
	wire crc_in_bit;
	reg  crc_in_first;
	wire crc_in_valid;
	wire [15:0] crc;
	always @(*)
	begin
		state_nxt = state;
		case (state)
			ST_IDLE:
				if (pkt_start)
					state_nxt = ST_SYNC;
			ST_SYNC:
				state_nxt = ST_PID;
			ST_PID:
				if (next)
				begin
					if (pid_is_handshake)
						state_nxt = ST_IDLE;
					else if (len_last)
						state_nxt = ST_CRC_LSB;
					else
						state_nxt = ST_DATA;
				end
			ST_DATA:
				if (next && len_last)
					state_nxt = ST_CRC_LSB;
			ST_CRC_LSB:
				if (next)
					state_nxt = ST_CRC_MSB;
			ST_CRC_MSB:
				if (next)
					state_nxt = ST_IDLE;
		endcase
	end
	always @(posedge clk or posedge rst)
		if (rst)
			state <= ST_IDLE;
		else
			state <= state_nxt;
	always @(posedge clk)
		pid_is_handshake <= (pkt_pid == PID_ACK) || (pkt_pid == PID_NAK) || (pkt_pid == PID_STALL);
	assign next = shift_last_bit & ll_ack;
	assign shift_do_load = (state == ST_SYNC) | (shift_last_bit & ll_ack);
	assign shift_now = (state == ST_SYNC) | ll_ack;
	always @(posedge clk)
		if (shift_now)
			shift_bit <= (shift_do_load ? 4'b0111 : shift_bit) - 1;
	assign shift_last_bit = shift_bit[3];
	always @(*)
		case (state)
			ST_SYNC:    shift_load <= 8'h80;
			ST_PID:     shift_load <= { ~pkt_pid, pkt_pid };
			ST_DATA:    shift_load <= pkt_data;
			ST_CRC_LSB: shift_load <= crc_in_first ? 8'h00 : crc[ 7:0];
			ST_CRC_MSB: shift_load <= crc_in_first ? 8'h00 : crc[15:8];
			default:    shift_load <= 8'hxx;
		endcase
	always @(posedge clk)
		if (shift_now)
			shift_data <= shift_do_load ? shift_load : {1'b0, shift_data[7:1]};
	always @(posedge clk)
		if (shift_now & shift_do_load) begin
			shift_data_crc  <= (state == ST_DATA);
			shift_last_byte <= (state == ST_CRC_MSB) | ((state == ST_PID) & pid_is_handshake);
		end
	always @(posedge clk)
		shift_new_bit <= shift_now;
	assign len_dec = pkt_start || (shift_do_load && ((state == ST_DATA) || (state == ST_PID)));
	always @(posedge clk)
		if (len_dec)
			len <= (pkt_start ? { 1'b0, pkt_len } : len) - 1;
	assign len_last = len[10];
	always @(posedge clk)
		crc_in_first <= (crc_in_first & ~crc_in_valid) | (state == ST_IDLE);
	assign crc_in_bit   = shift_data[0];
	assign crc_in_valid = shift_data_crc & shift_new_bit;
	usb_crc #(
		.WIDTH(16),
		.POLY(16'h8005),
		.MATCH(16'h800D)
	) crc_16_I (
		.in_bit(crc_in_bit),
		.in_first(crc_in_first),
		.in_valid(crc_in_valid),
		.crc(crc),
		.crc_match(),
		.clk(clk),
		.rst(rst)
	);
	always @(posedge clk)
		ll_start <= state == ST_SYNC;
	assign ll_bit  = shift_data[0];
	assign ll_last = shift_last_bit & shift_last_byte;
	always @(posedge clk)
	begin
		pkt_done <= ll_ack && ll_last;
		pkt_data_ack <= (state == ST_DATA) && next;
	end
endmodule  
==> out/results.ini <==
[setup_path]
critPathSlowestCell = clkdlybuf4s50_1
arrival_ps = 2420
ff2ff_path_depth = 5
cp-start-kind = input pin
r2r_slack_ps = 1260
cpPeakStageDelay_ps = 490
path_class = in2reg
r2r-start = len[2]
crit_path_end_kind = register
r2r-end = len[9]
cp.required_ps = 3160
cp_max_fo = 11
path_cells = clkdlybuf4s50_1 > buf_4 > buf_4 > nor3_1 > a21oi_1 > nor3_1 > o21ai_1 > xor2_1

[power]
p_leak_uw = 0.001082
powerDensity_nw_per_um2 = 698.1
vdd.ir_drop.worst_uv = 333.8

[synthesis]
synth-compound-area-share = 0.1118
yosys-mux-area-fraction = 0.04461
ys_sh_simple = 0.1466
numSynthFlops = 53
edf_count = 41
syn_inst = 213
synth_cell_types = 41
synthTopLogicFamily = simple AND/OR/NAND/NOR gates
postSynthSeqShare = 0.5887
async_flop_share = 0.1132
yosysWarnings = 2
ys_sh_adder = 0.009804
syn_area_sq_um = 2552
yosys_area_sq_um = 2552
avgSynthCellArea_sq_um = 11.98
synth-main-ff-cell = edfxtp_1
synth_stat.cells = 213
xor_share = 0.06176

[route]
dr.pass1.iters = 5
final_antenna_net_count = 0
drc = 0
wl_per_cell_um = 14.92
dr.first_iter.drc_count = 96
vias_per_cell = 5.279
routed_wl_mm = 4.760
dr_total_vias = 1684
n_antenna_cell = 0

[floorplanning]
die_w_um = 81.88
initCoreUtil = 0.4236
io_pins = 31
die_area_sq_um = 6704
core-area_sq_um = 6026
die_y_um = 81.88
fp-row-count = 28

[clock_network]
insertion_delay_ps = 310
cts_hold_buf = 0
cts_sinks = 53
cts_max_path_buffers = 2
clockRootBuffer = clkbuf_8
cts_max_level = 2
post_cts_buffers = 0
cts_made_buffers = 5
cts_resized = 0
cts_tree = yes
clk_pin_slew_ps = 90

[placement]
routabilityCongestion = 0.8447
place_area_sq_um = 2920
io_buffer_count = 30
dpl.hpwl_mm = 3.358

[run]
max_cap_violations = 0
warning_count = 25

[worst_hold_path]
hold_path_class = reg2reg
worstHoldPathCells = 2
min_from = state[0]
holdPathEnd = state[0]

[global_routing]
overflow = 0
grt_max_degree = 21
antenna_found_initial = 0
grt_pass1_vias = 1578
grtUsageTotal = 0.1661
grt_pass1_wl_mm = 7.872

[outcome]
run_status = finished, final reports clean

[layout]
syn2layout_area_growth_pct = 17.84
drive_above_1_share = 0.07377
num-fill-cells = 546
fin_area_sq_um = 3008

[timing]
period_needed_ps = 2361
finalCritPeriodShare = 0.7616
fmax_mhz = 423.6
hold_viol = 0
fin_skew_ps = 7.310
finalSetupViolations = 0
slew_violations = 0
timing.hold.ws_ps = 506.8
rsz0062_at_grt = no
relSlewSlack = 0.4752
tightest_slew_ps = 787.3
finalSetupTns_ps = 0

[placed cells by master, fill, tap and decap left out, drive strengths merged, types with 3 or more instances in the layout]
| master | synthesis | final |
|---|---|---|
| a21oi | 8 | 8 |
| a222oi | 8 | 8 |
| a22o | 3 | 3 |
| a31oi | 6 | 6 |
| and2 | 3 | 3 |
| buf | 5 | 3 |
| clkbuf | 5 | 6 |
| clkdlybuf4s50 | 0 | 30 |
| dfrtp | 5 | 5 |
| dfxtp | 6 | 6 |
| edfxtp | 41 | 41 |
| inv | 12 | 12 |
| mux2i | 9 | 9 |
| nand2 | 13 | 13 |
| nor2 | 17 | 17 |
| nor2b | 15 | 15 |
| nor3 | 9 | 9 |
| o21ai | 7 | 7 |
| or4 | 3 | 3 |
| xnor2 | 13 | 13 |
| xor2 | 5 | 5 |
[critical path, delay by kind of cell]
| kind | cells | cell delay [ps] |
|---|---|---|
| buffers and inverters | 3 | 910 |
| XOR/XNOR | 1 | 170 |
| AND/OR/NAND/NOR | 2 | 480 |
| AND-OR/OR-AND | 2 | 230 |
[worst max-delay path by stage]
| stage | startpoint | to | depth (start not counted) | slack, ps |
|---|---|---|---|---|
| 4_1_cts | pkt_start | len[9] | 8 | 730 |
| 5_1_grt | pkt_start | len[10] | 7 | 580 |
| 6_report | pkt_start | len[9] | 8 | 740 |
[stage by stage]
stage / util / worst slack [ps] / instances / total power, uW
final: 0.4992 / 739.1 / 319 / 2100
after global routing: 0.4992 / 579.1 / 319 / 2239
after CTS: 0.4992 / 730.4 / 319 / 2119
after detailed placement: 0.4846 / 391.3 / 311 / 1725
after global placement: 0.4846 / 453.6 / 311 / 1723
after floorplan: - / 491.7 / 213 / 1531
[power breakdown]
part           switching (uW)  internal, uW
registers                 172           997
logic                     272           270
clock network             229           160
total                     673          1430
[layout make-up]
cell class,instances,area (sq um),share of cell area
well taps,75,93.84,0.03120
repair buffers,33,322.8,0.1073
flip-flops and latches,53,1503,0.4996
multi-input cells,138,955.9,0.3178
clock buffers,6,72.57,0.02413
inverters,12,45.04,0.01498
clock inverters,2,15.01,0.004992
[sequential cells by signal (all words and copies together) (netlist names), named ones only]
signal	count
ll_start	1
pkt_done	1
shift_bit	4
shift_data_crc	1
len	11
shift_last_byte	1
pid_is_handshake	1
crc_16_I.state	16
pkt_data_ack	1
crc_in_first	1
shift_data	8
state	5
shift_new_bit	1
[metal layers]
metal / GRT usage / vias up / wire, um
li1: - / 836 / -
met1: 0.2956 / 796 / 2409
met2: 0.2174 / 50 / 1978
met3: 0.05299 / 2 / 341
met4: 0.01754 / 0 / 31
met5: 0 / - / 0
[synthesized netlist by cell type, drive strengths merged, types with 3 or more instances]
cell type / instances / area (sq um)
edfxtp: 41 / 1231
nor2: 17 / 63.81
nor2b: 15 / 93.84
nand2: 13 / 48.80
xnor2: 13 / 113.9
inv: 12 / 45.04
mux2i: 9 / 102.6
nor3: 9 / 56.31
a21oi: 8 / 40.04
a222oi: 8 / 80.08
o21ai: 7 / 35.03
a31oi: 6 / 37.54
dfxtp: 6 / 120.1
buf: 5 / 30.02
clkbuf: 5 / 18.77
dfrtp: 5 / 125.1
xor2: 5 / 43.79
a22o: 3 / 26.28
and2: 3 / 18.77
or4: 3 / 22.52
[logic make-up (layout without fill, tap and decap cells)]
| logic type | Yosys count | after routing |
|---|---|---|
| simple gates | 69 | 69 |
| flops | 53 | 53 |
| compound gates | 39 | 39 |
| buf+inv | 22 | 53 |
| xor+xnor | 18 | 18 |
| mux | 10 | 10 |
| fa+ha+maj | 2 | 2 |
Power figures rest on the tool's default switching activity, not on a simulated workload.
