[flow/design.v]
`default_nettype none
module usb_tx_ll (
	output wire phy_tx_dp,
	output wire phy_tx_dn,
	output wire phy_tx_en,
	input  wire ll_start,
	input  wire ll_bit,
	input  wire ll_last,
	output reg  ll_ack,
	input  wire clk,
	input  wire rst
);
localparam SYM_SE0		= 2'b00;
localparam SYM_SE1		= 2'b11;
localparam SYM_J		= 2'b10;
localparam SYM_K		= 2'b01;
localparam PID_OUT		= 4'b0001;
localparam PID_IN		= 4'b1001;
localparam PID_SOF		= 4'b0101;
localparam PID_SETUP	= 4'b1101;
localparam PID_DATA0	= 4'b0011;
localparam PID_DATA1	= 4'b1011;
localparam PID_ACK		= 4'b0010;
localparam PID_NAK		= 4'b1010;
localparam PID_STALL	= 4'b1110;
localparam PID_INVAL	= 4'b0000;
	reg [2:0] state;
	wire active;
	reg  [2:0] br_cnt;
	wire br_now;
	reg  [2:0] bs_cnt;
	reg  bs_now;
	wire bs_bit;
	reg  lvl_prev;
	reg  out_active;
	wire [1:0] out_sym_nxt;
	reg  [1:0] out_sym;
	always @(posedge clk or posedge rst)
		if (rst)
			state <= 3'b000;
		else begin
			if (ll_start)
				state <= 3'b100;
			else if (br_now & ~bs_now) begin
				if (ll_last)
					state <= 3'b101;
				else
					case (state[1:0])
						2'b00:   state <= state;
						2'b01:   state <= 3'b110;
						2'b10:   state <= 3'b111;
						default: state <= 3'b000;
					endcase
			end
		end
	assign active = state[2];
	always @(posedge clk)
		br_cnt <= { 1'b0, active ? br_cnt[1:0] : 2'b10 } + 1;
	assign br_now = br_cnt[2];
	always @(posedge clk or posedge ll_start)
		if (ll_start) begin
			bs_cnt <= 3'b000;
			bs_now <= 1'b0;
		end else if (br_now) begin
			bs_cnt <= (ll_bit & ~bs_now) ? (bs_cnt + 1) : 3'b000;
			bs_now <= ll_bit & (bs_cnt == 3'b101);
		end
	assign bs_bit = ~bs_now & ll_bit;
	always @(posedge clk)
		lvl_prev <= active ? (lvl_prev ^ (~bs_bit & br_now)) : 1'b1;
	always @(posedge clk)
		ll_ack <= br_now & ~bs_now & (state[1:0] == 2'b00);
	assign out_sym_nxt = (bs_bit ^ lvl_prev) ? SYM_K : SYM_J;
	always @(posedge clk or posedge rst)
	begin
		if (rst)
			out_sym <= SYM_J;
		else if (br_now) begin
			case (state[1:0])
				2'b00:   out_sym <= out_sym_nxt;
				2'b01:   out_sym <= bs_now ? out_sym_nxt : SYM_SE0;
				2'b10:   out_sym <= SYM_SE0;
				2'b11:   out_sym <= SYM_J;
				default: out_sym <= 2'bxx;
			endcase
		end
	end
	always @(posedge clk)
		out_active <= active;
	assign phy_tx_dp = out_sym[1];
	assign phy_tx_dn = out_sym[0];
	assign phy_tx_en = out_active;
endmodule  
[flow/run.sh]
#!/bin/bash
# OpenROAD 26Q1-2900-gdf79404cd8, Yosys 0.63+post, stock flow scripts
make -C /OpenROAD-flow-scripts/flow DESIGN_CONFIG=/design/flow/config.mk WORK_HOME=/design/flow/orfs finish
[flow/config.mk]
export PLATFORM = sky130hd
export DESIGN_NAME = usb_tx_ll
export DESIGN_NICKNAME = usb_tx_ll
export VERILOG_FILES = /design/flow/design.v
export SDC_FILE = /design/flow/constraint.sdc
export NUM_CORES = 4
export LEC_CHECK = 1
export CORE_AREA = 10 10 72 72
export DIE_AREA = 0 0 82 82
[flow/constraint.sdc]
current_design usb_tx_ll

set clk_period 1.9
set clk_io_pct 0.2

create_clock -name clk0 -period $clk_period [get_ports {clk}]

set non_clock_inputs [all_inputs -no_clocks]
set_input_delay [expr $clk_period * $clk_io_pct] -clock clk0 $non_clock_inputs
set_output_delay [expr $clk_period * $clk_io_pct] -clock clk0 [all_outputs]
==> impl.org <==
#+TITLE: Implementation results

** Synthesis
- EDFF count, synth :: 0
- Once synthesis finished, the tally of register bits stood at 15.
- Post-synthesis adder-cell area fraction :: 0.114
- Cell count listed in synth_stat.txt :: 73
- The cell area that synthesis handed to floorplanning was 767 um2.
- Yosys mapped the design onto 32 distinct sky130hd cell types.
- Multiplexer area fraction after synthesis :: 0.0277
- For this run, the register share of the synthesized area comes to 0.452.
- Of the total synthesized cell area, the portion taken by AND-OR and OR-AND cells is 0.127.
- The synthesis report lists the Yosys warning total as 1.
- Per the post-synthesis stats, the area per cell is 10.5 um2.
- Yosys reported that registers with async set or reset make up 0.600.
- Xor/xnor share of the synthesized area :: 0
- Dominant flop cell :: sky130_fd_sc_hd__dfrtp_1
- Top logic cell family in the synthesized netlist :: simple AND/OR/NAND/NOR gates
- Synthesis produced a netlist whose cell count is 73.
- The area recorded from the Yosys report for this design is 767 um2.
- In this run, the synthesized area fraction spent on and/or/nand/nor cells is recorded as 0.223.

** Routing
- The script logs the ratio of routed vias to standard cells as 4.16.
- Dividing the detail-routed wire length by the instance count gives 10.2 um.
- In this run the remaining antenna-violating nets after routing total 0.
- Initial DRC Count :: 18
- TritonRoute reported its final design rule violation total as 0.
- Final wirelength :: 1350 um
- Across all layers, the routed design uses 549 vias.
- For this run, the detailed router's first-pass iteration total came to 4.
- For this run, the script counts the antenna cells in the layout as 0.

** Placement
- After its last routability iteration, the placer logged a weighted congestion of 0.831.
- Per the placement log, port buffering inserted 8 buffers.
- The number of placed instances, taps included, is 128.
- HPWL reported at the end of detailed placement :: 1080 um
- The post-placement cell area is 902 um2.

** Timing
- Setup repair after global routing left no endpoint under its margin.
- For reference, the final report shows the hold violation count at 0.
- Worst setup skew after layout :: 0.00260 ns
- Relative slew slack :: 0.751
- Post-route period utilization is reported as 0.850.
- Tmin final :: 1.61 ns
- Per the finish-stage timing summary, setup violations number 0.
- The transition time recorded at the tightest slew-check pin is 0.374 ns.
- Setup total negative slack on the finished layout was measured at 0 ns.
- For reference, the final report shows the max-slew violation count at 0.
- Derived from the worst setup path, the maximum achievable clock frequency is 0.619 GHz.

** Clocking
- Looking at the post-CTS report, the setup buffer insertion count equals 0.
- TritonCTS built the clock tree.
- In this run the number of H-tree levels came out at 1.
- The longest clock path from root to sink contains 2 buffers.
- Clk pin slew, worst setup/hold paths :: 0.06 ns
- For this design, the CTS-stage hold fixing added 0 buffers.
- The number of clock sinks came to 15.
- In this run, post-CTS repair resized a total of 0 instances.
- Clock insertion delay at the later pin of the skew report :: 0.24 ns
- The root buffer cell chosen for the clock tree is sky130_fd_sc_hd__clkbuf_8.
- Per the TritonCTS log, the buffer count is 3.

** Pwr
- Net Sw Frac :: 0.318
- The leakage power in the latest report is 0.000403 uW.
- NetSw :: 382 uW
- Pint :: 819 uW
- Maximum vdd drop :: 0.366 mV
- Part of the power in registers :: 0.440
- Combinational share of power :: 0.351
- Per the summary, power density relative to cell area is 1270 nW/um2.
- Share of total power in the clock network :: 0.209

** Floorplanning
- The floorplan step set the die height to 82 um.
- Core region area :: 3690 um2
- Starting density of the core :: 0.208
- According to the floorplan report, the die width is 82 um.
- Standard-cell row count :: 22
- For this design the top-level I/O count stands at 9.
- The die covers 6720 um2.

** Setup path
- Slowest stage cell, crit path :: sky130_fd_sc_hd__dfstp_2
- The launch point of the critical path was reported as out_sym[1].
- Crit Path Max Fanout :: 2
- Crit Path Category :: reg -> out
- Worst EP required :: 1.52 ns
- STA classifies the critical path endpoint as an output pin.
- Crit start category :: register
- Largest stage delay on the critical path :: 0.53 ns
- The startpoint identified for the worst register-to-register timing path is state[0].
- Family with the most delay on the worst path :: flip-flops
- Series of cell instances along the critical path :: clkdlybuf4s50_1
- Crit path arrival time :: 1.23 ns
- Counting both buffers and inverters, the worst setup path holds a total of 1.

** Global route
- Overflow left after global routing :: 0
- Wire length of the first global-routing pass :: 2390 um
- Total global-route track usage :: 0.0452
- Pin count of the biggest net entering global routing :: 11
- The initial antenna violation count was 0.
- The via count of the first global-routing pass came to 519.

** Cells and area
- Fill cells in the final layout number 384.
- In the final layout, the share of cells above drive strength 1 is 0.167.
- Register cell area after layout :: 347 um2
- At the end of the flow the core is filled with cells to 0.257.
- The final report lists a non-filler cell total of 132.
- Per the layout area report, the combinational gate area comes to 378 um2.
- Area growth, synth to finish :: 23.5%
- Summing all non-filler instances in the final layout gives an area of 947 um2.

** Job
- Number of OpenROAD warnings :: 29
- Number of max-cap violations :: 0

** Status
- Run status :: finished clean

** Worst hold path
- Classification of the worst-slack hold path :: in -> async
layer usage:
layer	track usage	vias to the layer above	share of wire
met4	0.00510	0	0.0037
li1	-	276	-
met2	0.0596	12	0.41
met1	0.0648	259	0.48
met5	0	-	0
met3	0.0253	2	0.10
cell usage after synthesis, drive strengths merged (2+ instances only):
| cell | n | area [um2] |
|---|---|---|
| dfrtp | 8 | 200 |
| inv | 8 | 30.0 |
| ha | 7 | 87.6 |
| dfxtp | 6 | 120 |
| nand2b | 5 | 46.3 |
| a21oi | 4 | 23.8 |
| nand3 | 4 | 20.0 |
| nor2 | 4 | 15.0 |
| o21ai | 4 | 20.0 |
| a41oi | 2 | 25.0 |
| and2 | 2 | 12.5 |
| buf | 2 | 12.5 |
| nor3 | 2 | 15.0 |
| nor4 | 2 | 12.5 |
flip-flops by register name, indices dropped and copies added, names as in the netlist:
register	flops
out_sym	2
ll_ack	1
out_active	1
bs_cnt	3
state	3
br_cnt	3
lvl_prev	1
bs_now	1
logic make-up after synthesis:
logic type      after synthesis
compound gates               14
fa+ha+maj                     7
buf+inv                      10
flops                        15
mux                           2
simple gates                 25
worst paths after layout:
kind	endpoint	slack, ns	cells after the start
max	phy_tx_dp	0.29	1
min	state[1]	0.34	2
max reg2reg	state[2]	0.46	5
min reg2reg	out_active	0.45	0
max in group asynchronous	bs_now	1.29	2
min in group clk0	out_active	0.45	0
cells in the final DEF, fill, tap and decap left out, types with 2 or more instances in the layout:
master,synthesis,routed
sky130_fd_sc_hd__nand2b_4,2,2
sky130_fd_sc_hd__dfxtp_1,6,6
sky130_fd_sc_hd__ha_1,7,7
sky130_fd_sc_hd__o21ai_1,4,4
sky130_fd_sc_hd__clkbuf_8,0,3
sky130_fd_sc_hd__nand3_1,4,4
sky130_fd_sc_hd__nor2_1,4,4
sky130_fd_sc_hd__nand2b_1,3,3
sky130_fd_sc_hd__and2_1,2,2
sky130_fd_sc_hd__inv_1,8,8
sky130_fd_sc_hd__dfrtp_1,8,8
sky130_fd_sc_hd__clkdlybuf4s50_1,0,8
sky130_fd_sc_hd__a21oi_1,3,3
sky130_fd_sc_hd__nor4_1,2,2
power by group through the flow:
| stage | registers (uW) | clock network (uW) | logic, uW |
|---|---|---|---|
| CTS | 530 | 261 | 430 |
| global route | 547 | 278 | 488 |
| finish | 528 | 251 | 421 |
area by class of cell:
type	count	share of cell area
Multi-Input combinational cell	48	0.399
Tap cell	48	0.0634
Sequential cell	15	0.366
Clock buffer	4	0.0476
Timing Repair Buffer	9	0.0925
Inverter	8	0.0317
through the flow:
stage                     power [uW]  worst slack, ns  hold WS (ns)
after floorplan                  811            0.628         0.158
after global routing            1310            0.245         0.355
after detailed placement         959            0.335         0.445
after global placement           947            0.376         0.444
after CTS                       1220            0.260         0.346
final                           1200            0.285         0.344
Power and IR drop assume default switching activity.
